File: flow/run.sh
#!/bin/bash
# OpenROAD 26Q1-2900-gdf79404cd8, Yosys 0.63+post, stock flow scripts
make -C /OpenROAD-flow-scripts/flow DESIGN_CONFIG=/design/flow/config.mk WORK_HOME=/design/flow/orfs finish
File: flow/constraint.sdc
current_design top

set clk_period 2.2
set clk_io_pct 0.2

create_clock -name clk0 -period $clk_period [get_ports {clk_i}]

set non_clock_inputs [all_inputs -no_clocks]
set_input_delay [expr $clk_period * $clk_io_pct] -clock clk0 $non_clock_inputs
set_output_delay [expr $clk_period * $clk_io_pct] -clock clk0 [all_outputs]
File: flow/config.mk
export PLATFORM = sky130hd
export DESIGN_NAME = top
export DESIGN_NICKNAME = top
export VERILOG_FILES = /design/flow/design.v
export SDC_FILE = /design/flow/constraint.sdc
export NUM_CORES = 4
export LEC_CHECK = 1
export CORE_AREA = 10 10 70 70
export DIE_AREA = 0 0 80 80
File: flow/design.v
module design_main(
    input logic clk_i,
    input logic nickel_i,
    input logic dime_i,
    input logic quarter_i,
    output logic soda_o,
    output logic [2:0] change_o
);
    logic tmp_soda;
    logic [2:0] tmp_change;
    typedef enum logic [1:0] {
    	IDLE =   2'b00,
    	NICKEL = 2'b01,
    	DIME =   2'b10,
    	TEMP =   2'b11
    } state_e;
    state_e state_next;
    state_e state_current;
    always_comb begin : proc_next_state
       case(state_current)
           IDLE: begin
              if      (nickel_i)   state_next = NICKEL;
              else if (dime_i)     state_next = DIME;
              else if (quarter_i) state_next = state_current;
              else                 state_next = state_current;
           end
           NICKEL: begin
              if      (nickel_i)   state_next = DIME;
              else if (dime_i)     state_next = TEMP;
              else if (quarter_i)  state_next = IDLE;
              else                 state_next = state_current;                  
           end 
           DIME: begin
              if      (nickel_i)   state_next = TEMP;
              else if (dime_i)     state_next = IDLE;
              else if (quarter_i)  state_next = IDLE;
              else                 state_next = state_current;                   
           end
           TEMP: begin
              if      (nickel_i)  state_next = IDLE;
              else if (dime_i)    state_next = IDLE;
              else if (quarter_i) state_next = IDLE;
              else                state_next = state_current;                   
           end
           default: state_next = IDLE;
       endcase
    end
    always_ff @(posedge clk_i) begin
        state_current <= state_next;
    end
    always_comb begin : proc_soda
        case(state_current)
            IDLE: begin
                if (quarter_i)          tmp_soda = 1'b1;
                else                    tmp_soda = 1'b0; 
            end
            NICKEL: begin
                if (quarter_i)          tmp_soda = 1'b1;
                else                    tmp_soda = 1'b0;
            end
            DIME: begin
                if (dime_i | quarter_i) tmp_soda = 1'b1;
                else                    tmp_soda = 1'b0;
            end
            TEMP: begin
                if (nickel_i | dime_i | quarter_i) tmp_soda = 1'b1;
                else                               tmp_soda = 1'b0;
            end
            default: tmp_soda = 1'b0;
        endcase
    end
    always_comb begin : proc_change
        case(state_current)
            IDLE: begin
                if (quarter_i)        tmp_change = 3'b001;
                else                  tmp_change = 3'b000; 
            end
            NICKEL: begin
                if (quarter_i)        tmp_change = 3'b010;
                else                  tmp_change = 3'b000;
            end
            DIME: begin
                if (quarter_i)        tmp_change = 3'b011;
                else                  tmp_change = 3'b000;
            end
            TEMP: begin
                if (dime_i)           tmp_change = 3'b001;
                else if (quarter_i)   tmp_change = 3'b100;
                else                  tmp_change = 3'b000;
            end
            default: tmp_change = 3'b000;        
        endcase
    end
    assign soda_o   = tmp_soda;
    assign change_o = tmp_change;
endmodule : design_main
module top (
    input logic clk_i,
    input logic nickel_i,
    input logic dime_i,
    input logic quarter_i,
    output logic soda_o,
    output logic [2:0] change_o
);
    design_main dut (
    	.clk_i    (clk_i),
    	.nickel_i (nickel_i),
    	.dime_i   (dime_i),
    	.quarter_i(quarter_i),
    	.soda_o   (soda_o),
    	.change_o (change_o)
    );
endmodule : top
==> run notes <==
Notes on the physical implementation.

- The flow ran to the end, and the final reports show no timing, DRC or antenna violations.
- The final total power is 307 uW, for reference.
- The warning total across the stage logs is 25, for reference.
- For this run, the total global-route usage over all layers was measured as 0.0195.
- The final timing report lists clock skew as 0.177 ps.
- The final timing report gives a worst setup slack of 63.4 ps.
- The max-capacitance violation count is 0, for reference.
- At the pin with the least slew margin, the transition time is 301 ps.
- The total die size is 6400 um2, for reference.
- The post-detailed-route via-to-cell ratio is 2.68, for reference.
- The timing-limited maximum frequency is 0.468 GHz, for reference.
- The deepest clock path buffer count is 2, for reference.
- Setup repair after global routing left no endpoint under its margin.
- The number of flip-flops in the largest register is 2, for reference.
- The largest registers in the layout are dut.state_current x2.
- The die height is 80 um, for reference.
- According to the floorplan report, the die width is 80 um.
- The count of vias placed by the detailed router is 209, for reference.
- The total area inside the core boundary comes to 3420 um2.
- TritonCTS built the clock tree.
- The total of hold buffers inserted after clock tree synthesis is 0, for reference.
- The number of CTS-inserted buffers is 3, for reference.
- The final routed wire length divided by cell count is 8.06 um, for reference.
- The worst setup path is captured at an output port.
- The number of instances in the synthesized netlist is 22, for reference.
- The HPWL after detailed placement is 435 um, for reference.
- The number of port buffers is 7, for reference.
- The number of rows created at floorplan is 21, for reference.
- On the critical path the data arrives at 1700 ps.
- The reg-to-reg critical path startpoint is dut.state_current[0], for reference.
- The flop-to-flop setup slack is 790 ps, for reference.
- The CTS clock-pin slew for the worst setup and hold paths is 30 ps, for reference.
- The register with the highest flop count is dut.state_current, for reference.
- The final clock period utilization by the worst path is 0.971, for reference.
- The number of standard cells in the layout, taps in and fillers out is 78, for reference.
- The number of antenna violations at the first check in global routing was 0.
- The largest vdd supply drop is 0.160 mV, for reference.
- The critical path startpoint is nickel_i, for reference.
- Per the detailed-route log, wirelength across all metal layers totals 629 um.
- At the later pin of the worst-skew pair, clock insertion delay measures 220 ps.
- The max-slew violation count is 0, for reference.
- From synthesis to final layout, the design area changed by 79.0%.
- The critical setup path kind is primary input to output port, for reference.
- For this run, the number of Yosys warnings is 1.
- For this block, the initial DRC count from the detailed router was 26.
- The worst setup path is launched from a primary input.
- Per the detail_route report, inserted antenna diodes total 0.
- The clock net in this run drives a total of 2 sinks.
- The instance count after placement with tap cells included is 75, for reference.
- The stat command in Yosys gives a chip area of 196 um2.
- The share of cells above drive strength 1 is 0.219, for reference.
- The register bit count reported by yosys is 2, for reference.
- Logic depth along the worst register-to-register path is recorded as 2.
- The total global routing overflow is 0, for reference.
- Before antenna repair, the detailed router went through 4 iterations.
- The analysis attributes to cell leakage a power of 0.132 nW.
- The H-tree depth is 1, for reference.
- Setup violations remaining at the end of the flow were counted as 0.
- In this run the critical register-to-register path is captured at dut.state_current[1].
- Per the synthesis report, the number of distinct cell types is 19.
- The relative slew slack is 0.800, for reference.
- STA reports the tightest min-delay check as being of type primary input to flip-flop.
- The mapped netlist covers 196 um2.
- In this run the worst path has a maximum fanout of 2.
- The capturing instance or port of the critical path is soda_o, for reference.
- The number of post-CTS setup repair buffers is 0, for reference.
- The final-report hold violation count is 0, for reference.
- The buffer cell driving the clock tree root is sky130_fd_sc_hd__clkbuf_4, for reference.
- After detailed routing, the number of remaining DRC violations is 0.
- The worst slack after detailed placement is -92.6 ps, for reference.
- The part of the Yosys area used for sequential elements is 0.306, for reference.
- In the floorplan report the effective utilization is 0.0575.
- The via count of the first global-routing pass came to 199.
- The number of primary I/O pins is 8, for reference.
- The power per cell area is 873 nW/um2, for reference.
- The required time at the worst-slack endpoint is 1760 ps, for reference.
- Once detail routing completed, the nets flagged for antenna violations numbered 0.
- At the end of routability-driven placement, the weighted congestion stood at 0.774.
- Entering global routing, the biggest net connects 11 pins.
- The shortest period the worst path allows is 2140 ps, for reference.
- After synthesis, the design contains 22 cells according to Yosys.
- The average instance in the mapped netlist occupies 8.93 um2.
- The first global-routing pass estimated 972 um of wire.
[final cells by class]
class / count / area, um2
Multi-Input combinational cell: 17 / 125
Timing Repair Buffer: 8 / 78.8
Inverter: 2 / 7.51
Fill cell: 398 / 3060
Clock buffer: 3 / 22.5
Sequential cell: 2 / 60.1
Tap cell: 46 / 57.6
[critical path: stages]
cell and delay [ps]:
sky130_fd_sc_hd__clkdlybuf4s50_1 480, sky130_fd_sc_hd__a21oi_1 70, sky130_fd_sc_hd__o21ai_1 190, sky130_fd_sc_hd__clkdlybuf4s50_1 510
[synthesized netlist by cell type]
library cell | count | area [um2]
sky130_fd_sc_hd__and3_2 | 1 | 7.51
sky130_fd_sc_hd__or3b_1 | 1 | 8.76
sky130_fd_sc_hd__o31ai_1 | 1 | 7.51
sky130_fd_sc_hd__xnor2_1 | 1 | 8.76
sky130_fd_sc_hd__o21bai_1 | 1 | 7.51
sky130_fd_sc_hd__or2b_2 | 1 | 8.76
sky130_fd_sc_hd__or4_1 | 1 | 7.51
sky130_fd_sc_hd__inv_1 | 2 | 7.51
sky130_fd_sc_hd__and2_1 | 1 | 6.26
sky130_fd_sc_hd__edfxtp_1 | 2 | 60.1
sky130_fd_sc_hd__nor2_1 | 1 | 3.75
sky130_fd_sc_hd__or2b_1 | 1 | 7.51
sky130_fd_sc_hd__a21oi_1 | 1 | 5.00
sky130_fd_sc_hd__a32o_1 | 1 | 10.0
sky130_fd_sc_hd__buf_6 | 1 | 11.3
sky130_fd_sc_hd__a21boi_0 | 1 | 7.51
sky130_fd_sc_hd__nor2b_1 | 1 | 6.26
sky130_fd_sc_hd__nand3_1 | 1 | 5.00
sky130_fd_sc_hd__o21ai_0 | 2 | 10.0
[cells by family after synthesis]
logic type                count (synthesis)  synth area share
and+or+nand+nor                           9             0.312
xor gates and xnor gates                  1            0.0446
AOI/OAI and AO/OA                         7             0.242
buffers and inverters                     3            0.0956
DFF                                       2             0.306
[power breakdown]
group	switching [mW]	internal (mW)	total, mW
Clock	0.0200	0.0601	0.0801
Combinational	0.0451	0.0824	0.128
Sequential	0.0329	0.0663	0.0992
[metrics by stage]
step	hold WS [ps]	instance area (um2)	setup TNS, ps	util
finish	751	352	0	0.103
global route	772	352	0	0.103
CTS	754	344	0	0.101
detailed placement	741	320	-144	0.0938
global placement	728	320	-133	0.0938
floorplan	673	196	0	-
[worst min-delay path by stage]
stage,start,to,slack [ps],cells after the start
6_report,quarter_i,dut.state_current[1],750,3
5_1_grt,quarter_i,dut.state_current[1],770,3
4_1_cts,dut.state_current[1],dut.state_current[0],750,1
[layout by cell type (no fill, tap or decap)]
cell / synthesis / routed
sky130_fd_sc_hd__nand3_1: 1 / 1
sky130_fd_sc_hd__nor2b_4: 0 / 1
sky130_fd_sc_hd__dlymetal6s2s_1: 0 / 1
sky130_fd_sc_hd__and2_1: 1 / 1
sky130_fd_sc_hd__buf_4: 0 / 1
sky130_fd_sc_hd__nor2_1: 1 / 1
sky130_fd_sc_hd__a21boi_0: 1 / 1
sky130_fd_sc_hd__or4_1: 1 / 1
sky130_fd_sc_hd__o31ai_1: 1 / 1
sky130_fd_sc_hd__or2b_1: 1 / 1
sky130_fd_sc_hd__a32o_1: 1 / 1
sky130_fd_sc_hd__edfxtp_1: 2 / 2
sky130_fd_sc_hd__a21oi_1: 1 / 1
sky130_fd_sc_hd__or2b_2: 1 / 1
sky130_fd_sc_hd__clkbuf_4: 0 / 3
sky130_fd_sc_hd__o21bai_1: 1 / 1
sky130_fd_sc_hd__o21ai_1: 0 / 2
sky130_fd_sc_hd__clkdlybuf4s50_1: 0 / 5
sky130_fd_sc_hd__xnor2_1: 1 / 1
sky130_fd_sc_hd__and3_2: 1 / 1
sky130_fd_sc_hd__dlygate4sd2_1: 0 / 1
sky130_fd_sc_hd__inv_1: 2 / 2
sky130_fd_sc_hd__or3b_1: 1 / 1
[repair_timing]
action,4_1_cts,5_1_grt
pin swaps,0,0
setup endpoints to repair,3,3
gates resized,4,2
[metal layers]
metal  part of all wire  vias up  wire, um  global-route usage
met5                  0        -         0                   0
met4              0.013        0         8             0.00528
met3               0.19        2       119              0.0182
met2               0.26        8       162              0.0161
met1               0.54       96       339              0.0300
li1                   -      103         -                   -
Power figures rest on the tool's default switching activity, not on a simulated workload.
